==> flow/design.v <==
`timescale 1ns / 1ps
module uart_rx #(parameter CLK_CY_PER_BIT = 87)
	(
		input 		i_clk,
		input 		i_Rx_Serial,
		output [7:0] 	o_Rx_Byte,
		output 		o_Rx_Dv
	);
	localparam STATE_IDLE		= 3'b000;
	localparam STATE_START_GET	= 3'b001;
	localparam STATE_DATA_GET	= 3'b010;
	localparam STATE_PARITY_GET	= 3'b011;
	localparam STATE_STOP_GET	= 3'b100;
	localparam STATE_CLEANUP	= 3'b101;
	reg [2:0] r_state;		 
	reg [7:0] r_clk_count;	 
	reg [2:0] r_bit_idx;		 
	reg [7:0] r_Rx_Byte;
	reg 	  r_Rx_Dv;
	reg r_Rx_Data_R, r_Rx_Data;
	always @(posedge i_clk)
	begin
		r_Rx_Data_R	<= i_Rx_Serial;
		r_Rx_Data	<= r_Rx_Data_R;
	end
	always @(posedge i_clk)
	begin
		case (r_state)
			STATE_IDLE:		 
			begin
				r_clk_count	<= 0;
				r_bit_idx	<= 0;
				r_Rx_Dv		<= 1'b0;
				if(r_Rx_Data == 1'b0)
				begin
					r_state <= STATE_START_GET;
				end
				else
					r_state <= STATE_IDLE;
			end	 
			STATE_START_GET :
			begin
				if(r_clk_count == (CLK_CY_PER_BIT - 1)/2)
				begin
					if(r_Rx_Data == 1'b0)
					begin
						r_clk_count	<= 0;
						r_state		<= STATE_DATA_GET;
					end
				end
				else
				begin
					r_clk_count	<= (r_clk_count + 1);
					r_state 	<=  STATE_START_GET;
				end
			end	 
			STATE_DATA_GET :
			begin
				if(r_clk_count < CLK_CY_PER_BIT - 1)
				begin
					r_clk_count <= r_clk_count + 1;
					r_state 	<= STATE_DATA_GET;
				end
				else
				begin
					r_clk_count <= 0;
					r_Rx_Byte[r_bit_idx] <= r_Rx_Data;
					if(r_bit_idx < 7)
					begin
						r_bit_idx	<= r_bit_idx + 1;
						r_state 	<= STATE_DATA_GET;
					end
					else
					begin
						r_bit_idx	<= 0;
						r_state		<= STATE_PARITY_GET;
					end
				end
			end	 
			STATE_PARITY_GET :
			begin
				if(r_clk_count < CLK_CY_PER_BIT - 1)
				begin
					r_clk_count <= r_clk_count + 1;
					r_state 	<= STATE_PARITY_GET;
				end
				else
				begin
					r_clk_count <= 0;
					r_state		<= STATE_STOP_GET;
				end
			end	 
			STATE_STOP_GET :
			begin
				if(r_clk_count < CLK_CY_PER_BIT - 1)
				begin
					r_clk_count	<= r_clk_count + 1;
					r_state 	<= STATE_STOP_GET;
				end
				else
				begin
					r_Rx_Dv		<= 1'b1;
					r_clk_count	<= 0;
					r_state		<= STATE_CLEANUP;
				end
			end	 
			STATE_CLEANUP :
			begin
				r_Rx_Dv		<= 0;
				r_clk_count	<= 0;
				r_bit_idx	<= 0;
				r_state		<= STATE_IDLE;
			end	 
			default :
			begin
				r_state	<=	STATE_IDLE;
			end	 
		endcase
	end
	assign o_Rx_Dv		= r_Rx_Dv;
	assign o_Rx_Byte	= r_Rx_Byte;
endmodule
`timescale 1ns / 1ps
module uart_tx #(parameter CLK_CY_PER_BIT = 87)
		(
			input 		i_clk,
			input 		i_Tx_Dv,
			input [7:0] 	i_Tx_Byte,
			output 		o_Tx_Active,
			output 		o_Tx_Done,
			output reg	o_Tx_Serial
		);
		localparam STATE_IDLE		= 3'b000;
		localparam STATE_START		= 3'b001;
		localparam STATE_DATA		= 3'b010;
		localparam STATE_PARITY		= 3'b011;
		localparam STATE_STOP		= 3'b100;
		localparam STATE_CLEANUP	= 3'b101;
		reg [7:0] 	r_Tx_Data;
		reg		r_Tx_Done;
		reg		r_Tx_Active;
		reg [7:0]	r_clk_count;	 
		reg [2:0]	r_state;		 
		reg [2:0]	r_bit_idx;		 
		reg 		r_parity_out;	 
		always @(posedge i_clk)
		begin
			case (r_state)
				STATE_IDLE:
				begin
					r_clk_count	<= 0;
					r_bit_idx	<= 0;
					r_Tx_Active	<= 1'b0;
					r_Tx_Data	<= 0;
					r_Tx_Done	<= 1'b0;
					r_parity_out	<= 1'b0;
					o_Tx_Serial	<= 1'b1;	 
					if(i_Tx_Dv == 1)
					begin
						r_Tx_Active	<= 1'b1;
						r_Tx_Data	<= i_Tx_Byte;
						r_state 	<= STATE_START;
						r_parity_out	<= ^(i_Tx_Byte);
					end
					else
					begin
						r_state		<= STATE_IDLE;
					end
				end	 
				STATE_START:
				begin
					o_Tx_Serial	<= 1'b0;
					if(r_clk_count < CLK_CY_PER_BIT-1)
					begin
						r_clk_count	<= (r_clk_count + 1);
						r_state		<= STATE_START;
					end
					else
					begin
						r_clk_count	<= 0;
						r_state		<= STATE_DATA;
					end
				end	 
				STATE_DATA :
				begin
					o_Tx_Serial	<= r_Tx_Data[r_bit_idx];
					if(r_clk_count < CLK_CY_PER_BIT-1)
					begin
						r_clk_count	<= (r_clk_count + 1);
						r_state		<= STATE_DATA;
					end
					else
					begin
						r_clk_count	<= 0;
						if(r_bit_idx < 7)
						begin
							r_bit_idx	<= (r_bit_idx + 1);
							r_state		<= STATE_DATA;
						end
						else	 
						begin
							r_bit_idx	<= 0;
							r_state		<= STATE_PARITY;
						end
					end
				end	 
				STATE_PARITY :
				begin
					o_Tx_Serial	<=	r_parity_out;
					if(r_clk_count < CLK_CY_PER_BIT-1)
					begin
						r_clk_count	<= (r_clk_count + 1);
						r_state		<= STATE_PARITY; 
					end
					else
					begin
						r_clk_count	<= 0;
						r_state		<= STATE_STOP;
					end
				end
				STATE_STOP :
				begin
					o_Tx_Serial	<= 1'b1;
					if(r_clk_count	< CLK_CY_PER_BIT-1)
					begin
						r_clk_count	<= (r_clk_count + 1);
						r_state		<= STATE_STOP;
					end	
					else
					begin
						r_clk_count	<= 0;
						r_state		<= STATE_CLEANUP;
						r_Tx_Done	<= 1'b1;
						r_Tx_Active	<= 1'b0;
					end
				end  
				STATE_CLEANUP :
				begin
					r_Tx_Done	<= 1'b0;
					r_state		<= STATE_IDLE;
				end	 
				default : 
				begin
					r_state		<= STATE_IDLE;
				end	 
			endcase
		end
		assign o_Tx_Active	= r_Tx_Active;
		assign o_Tx_Done	= r_Tx_Done;
endmodule
module uart_top #(parameter CLK_CY_PER_BIT = 87)
	(
		input 		i_clk,
		input 		i_Tx_Dv,
		input  [7:0]	i_Tx_Byte,
		output [7:0]	o_Rx_Byte,
		output 		o_Rx_Dv
	);
	wire	o_Tx_Done;
	wire	o_Tx_Active;
	wire	io_Serial;
	uart_tx #(.CLK_CY_PER_BIT(CLK_CY_PER_BIT)) UART_TX_INST
	    (.i_clk(i_clk),
	     .i_Tx_Dv(i_Tx_Dv),
	     .i_Tx_Byte(i_Tx_Byte),
	     .o_Tx_Active(o_Tx_Active),
	     .o_Tx_Serial(io_Serial),
	     .o_Tx_Done(o_Tx_Done)
	    );
	uart_rx #(.CLK_CY_PER_BIT(CLK_CY_PER_BIT)) UART_RX_INST
	(
		.i_clk(i_clk),
		.i_Rx_Serial(io_Serial),
		.o_Rx_Byte(o_Rx_Byte),
		.o_Rx_Dv(o_Rx_Dv)
	);
endmodule
==> flow/run.sh <==
#!/bin/bash
# OpenROAD 26Q1-2900-gdf79404cd8, Yosys 0.63+post, stock flow scripts
make -C /OpenROAD-flow-scripts/flow DESIGN_CONFIG=/design/flow/config.mk WORK_HOME=/design/flow/orfs finish
==> flow/config.mk <==
export PLATFORM = sky130hd
export DESIGN_NAME = uart_top
export DESIGN_NICKNAME = uart_top
export VERILOG_FILES = /design/flow/design.v
export SDC_FILE = /design/flow/constraint.sdc
export NUM_CORES = 4
export LEC_CHECK = 1
export CORE_UTILIZATION = 50
==> flow/constraint.sdc <==
current_design uart_top

set clk_period 3.7
set clk_io_pct 0.2

create_clock -name clk0 -period $clk_period [get_ports {i_clk}]

set non_clock_inputs [all_inputs -no_clocks]
set_input_delay [expr $clk_period * $clk_io_pct] -clock clk0 $non_clock_inputs
set_output_delay [expr $clk_period * $clk_io_pct] -clock clk0 [all_outputs]
==> out/writeup.txt <==
The tools report the number of buffers created by CTS as 5. Per the OpenROAD power report, leakage power amounts to 1.02 nW. CTS built an H-tree with a depth of 2. On the worst setup and hold paths after CTS, the clock-pin slew comes to 0.09 ns. Per the OpenROAD floorplan log, the height of the die is 73.2 µm. The worst setup slack for register-to-register paths is 1.68 ns, and the number of resized instances in the post-cts repair step is 0. The critical path launch point is UART_RX_INST.r_clk_count[0]$_DFFE_PP_.

The top cell types in the final layout, fill and taps aside, are edfxtp_1 (44), nor2_1 (22), clkdlybuf4s50_1 (18). With the switching share of power at 29.7%, the total I/O pin count is 19. Summing all multi-input logic gate instances after layout gives 0.00107 mm².

Once iteration 0 of detailed routing completed, the report listed 37 DRC markers. The run gives 0% for the async set or reset register ratio after synthesis. The portion of total power attributed to the clock network was 20.6%; the area reported by Yosys stat was 0.00254 mm². The run gives 4 as the number of iterations in the first detailed-routing pass. With the final number of setup-violating endpoints at 0, the arrival time at the worst endpoint is 1.99 ns. During placement, the flow inserted port buffers numbering 18. Looking at the VDD voltage map, the peak drop is 0.000416 V. Initial antenna violation count: 0. The post-cts hold buffer count was 0; the met1 track utilization from global routing was 26.3%.

The count of warnings emitted by yosys was 2; the worst-skew pair later-pin latency was 0.30 ns. The run gives 56.0% as the sequential element share of the synthesized area. The number of global-route vias before repair came out at 1478.

Per the repair_timing log after CTS, setup buffers inserted total 0. By instance count after routing, the leading logic cell type is edfxtp_1. Per the CTS log, the root buffer master is clkbuf_8.

Once detail routing completed, the nets flagged for antenna violations numbered 0. Post-synthesis average cell area: 11.8 µm². With the area added between synthesis and finish at 13.9%, the utilization of the core after routing is 60.0%.

Summing over the stages, the warning tally comes to 29. The clock drives 49 sinks. The final cycle utilization of the critical path was 54.6%; the placeable core region was 0.00482 mm². The tools report the reg-to-reg critical path endpoint as UART_RX_INST.r_clk_count[0]$_DFFE_PP_. The tools report the number of inserted diodes as 0. With the via density per instance at 5.19, the largest net degree at the start of global routing is 16. After detailed routing, the total wire length is 3790 µm.

STA lists the maximum fanout along the critical path as 8. The final layout reports a setup TNS of 0 ns. The summed instance area of the synthesized netlist is 0.00254 mm².

The row count is 25. For the worst reg-to-reg path, the startpoint reported by OpenROAD is UART_RX_INST.r_clk_count[0]$_DFFE_PP_. For reference, the final report shows the max-slew violation count at 0.

The tools report the synthesized instance count as 215. The run finished with clean final reports. The floorplan step defined a die boundary enclosing 0.00536 mm².

The run reported a max-capacitance violation count of 0. The tools report the type of element capturing the critical path as a flip-flop. The initial utilization of the core area, before any placement, comes to 52.6%. The post-DP HPWL was 2770 µm; the clock period minus final worst setup slack was 2.02 ns.

Endpoints failing hold in the final report were tallied at 0. The filler cells instantiated in the layout total 394. The run gives 1.10 mW as the cell-internal power.

The synthesized design devotes to its leading area cell type 52.1% of total area. The worst register-to-register path depth is 5. STA classifies the critical path startpoint as a flip-flop. The count of library flops with an enable pin was 44. Dividing total power by cell area gives a power density of 544 mW/mm². For the final database, setup skew stands at 0.00657 ns.

The final route contains 1588 vias. The type of the worst setup path is reg -> reg. The met2 track demand over resource came out at 24.8%. The script logs the mean routed wire length per placed instance as 12.4 µm. The global placer's final weighted congestion came out at 0.822. Recorded from the global router log, the overflow total was 0.

The area taken by sequential standard cells is reported as 0.00142 mm². Per the synth log, the flip-flop and latch total comes to 49. The main area contributors are edfxtp_1 (52%), xnor2_1 (4.5%), dfxtp_1 (3.9%), ha_1 (3.5%), nor2_1 (3.3%). The critical path endpoint has a required time of 3.67 ns. In this run, flip-flops and latches consume 57.3% of the power. Number of DRC violations after detailed routing: 0. OpenSTA lists the critical path endpoint as UART_RX_INST.r_clk_count[0]$_DFFE_PP_. The tools report the global routing met3 resource utilization as 4.06%.

The global router reports that the layer with the highest usage is met1. The net switching power in the latest report is 467 µW. The tally of unique sky130hd cells used after synthesis is 44, and the horizontal extent of the die is 73.2 µm. For the maximum operating frequency, the log shows 0.495 GHz. Most area-hungry cell type in the Yosys netlist: edfxtp_1. Total global-route track usage over all layers is 16.2%. Per the final layout report, the fraction of cells sized above drive strength 1 comes to 11.7%. With the cell count listed in synth_stat.txt at 215, the part of the total power dissipated in combinational logic is 22.1%. The worst min-delay path class was reg -> reg.

Primary flip-flop cell chosen by synthesis mapping: edfxtp_1. TritonCTS built the clock tree. The first global-routing pass estimated 6290 µm of wire.

No sink is reached through more buffers than the 2 on the longest clock path. Setup repair after global routing left no endpoint under its margin.
==> routing by layer <==
metal  vias to the layer above  share of wire, %  wire length [µm]
met3                         5               3.5               132
met5                         -                 0                 0
met1                       732                49              1870
li1                        829                 -                 -
met4                         0               1.6                62
met2                        22                46              1730
==> worst min path at each step <==
| stage | from | slack, ns | end | cells after the start |
|---|---|---|---|---|
| final | UART_RX_INST.r_Rx_Data_R$_DFF_P_ | 0.33 | UART_RX_INST.r_Rx_Data$_DFF_P_ | 0 |
| after CTS | UART_RX_INST.r_Rx_Data_R$_DFF_P_ | 0.34 | UART_RX_INST.r_Rx_Data$_DFF_P_ | 0 |
| after global routing | UART_RX_INST.r_Rx_Data_R$_DFF_P_ | 0.34 | UART_RX_INST.r_Rx_Data$_DFF_P_ | 0 |
==> synth_stat cells (2+ instances only) <==
cell type	instances
nor2_2	6
nor3_1	4
nand2b_1	2
nor2_1	22
ha_1	7
nor2b_1	3
mux4_2	2
xnor2_1	13
clkbuf_1	2
dfxtp_1	5
a211oi_1	3
a31oi_1	2
and2_1	11
mux2_2	5
edfxtp_1	44
nor4_1	3
o211ai_1	2
nand3b_1	3
nand2_1	14
o31ai_1	2
mux2i_1	2
nand3_1	9
o21ai_0	10
and3_1	8
buf_2	2
xor2_1	8
inv_1	4
==> critical path, cell delays in order (launching register included) <==
cell and delay, ns:
edfxtp_1 0.43, ha_1 0.26, and3_1 0.22, and3_1 0.20, nand3_1 0.19, and2_1 0.39
==> flip-flops by register name, summed over array words and instances, names as in the netlist, 3 cells and up <==
| signal | flops |
|---|---|
| UART_RX_INST.r_state | 3 |
| UART_RX_INST.r_Rx_Byte | 8 |
| UART_TX_INST.r_Tx_Data | 8 |
| UART_RX_INST.r_bit_idx | 3 |
| UART_TX_INST.r_state | 3 |
| UART_RX_INST.r_clk_count | 8 |
| UART_TX_INST.r_clk_count | 8 |
| UART_TX_INST.r_bit_idx | 3 |
==> power by group through the flow <==
stage / Clock, mW / Combinational (mW) / Sequential, mW
CTS: 0.334 / 0.348 / 0.900
global route: 0.353 / 0.392 / 0.920
finish: 0.323 / 0.347 / 0.901
==> cell families after synthesis <==
kind of cell,count (synthesis),share of synthesized area [%]
simple gates,90,18.5
flops,49,56.0
compound gates,29,8.14
xor+xnor,21,7.25
mux,9,4.79
buf+inv,9,1.73
fa+ha+maj,7,3.45
other cells,1,0.148
==> stage by stage <==
stage | cell area [µm²] | worst slack [ns] | hold slack, ns | std cells | power, mW
finish | 2890 | 1.68 | 0.334 | 306 | 1.57
global route | 2890 | 1.55 | 0.341 | 306 | 1.66
CTS | 2890 | 1.68 | 0.337 | 306 | 1.58
detailed placement | 2790 | 1.64 | 0.315 | 298 | 1.26
global placement | 2790 | 1.66 | 0.313 | 298 | 1.24
floorplan | 2540 | 1.86 | 0.310 | 215 | 1.15
==> layout make-up <==
type,count,area share (%)
Clock buffer,6,2.86
Clock inverter,2,0.433
Inverter,4,0.520
Multi-Input combinational cell,157,37.1
Sequential cell,49,49.2
Tap cell,67,2.90
Timing Repair Buffer,21,7.02
Power is estimated from default activity; no workload was simulated.
